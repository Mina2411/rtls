$ cat config.mk
export PLATFORM = sky130hd
export DESIGN_NAME = ram_mmu_tech
export DESIGN_NICKNAME = ram_mmu_tech
export VERILOG_FILES = /design/flow/design.v
export SDC_FILE = /design/flow/constraint.sdc
export NUM_CORES = 4
export LEC_CHECK = 1
export CORE_UTILIZATION = 30
$ cat constraint.sdc
current_design ram_mmu_tech

set clk_period 12.8
set clk_io_pct 0.2

create_clock -name clk0 -period $clk_period [get_ports {i_clk}]

set non_clock_inputs [all_inputs -no_clocks]
set_input_delay [expr $clk_period * $clk_io_pct] -clock clk0 $non_clock_inputs
set_output_delay [expr $clk_period * $clk_io_pct] -clock clk0 [all_outputs]
$ cat design.v
package divstage64_pkg;
endpackage: divstage64_pkg
package divstage53_pkg;
endpackage: divstage53_pkg
`timescale 1ns/10ps
(* dont_touch="true" *) module ram_fpga_distr
#(
    parameter abits = 12,
    parameter dbits = 64
)
(
    input                      i_clk,
    input [abits - 1:0]        i_addr,
    output logic [dbits - 1:0] o_rdata,
    input                      i_wena,
    input [dbits - 1:0]        i_wdata
);
logic [dbits - 1:0] r_data;
(* ram_style="distributed" *) logic [dbits - 1:0] ram [0 : 2 ** abits - 1];
always_ff @(posedge i_clk)
begin: main_proc
    if(i_wena == 1'b1) begin
        ram[i_addr] <= i_wdata;
        r_data <= i_wdata;
    end else
        r_data <= ram[i_addr];
end: main_proc
assign o_rdata = r_data;
endmodule: ram_fpga_distr
`timescale 1ns/10ps
module ram_mmu_tech #(
    parameter int abits = 6,
    parameter int dbits = 104
)
(
    input logic i_clk,                                       
    input logic [abits-1:0] i_addr,
    input logic i_wena,
    input logic [dbits-1:0] i_wdata,                        
    output logic [dbits-1:0] o_rdata
);
localparam int DEPTH = (2**abits);                         
logic [dbits-1:0] rdata;
logic [dbits-1:0] mem[0: DEPTH - 1];                      
always_ff @(posedge i_clk) begin: rg_proc
    if (i_wena == 1'b1) begin
        mem[int'(i_addr)] = i_wdata;
    end else begin
        rdata = mem[int'(i_addr)];
    end
    o_rdata = rdata;
end: rg_proc
endmodule: ram_mmu_tech
$ cat run.sh
#!/bin/bash
# OpenROAD 26Q1-2900-gdf79404cd8, Yosys 0.63+post, stock flow scripts
make -C /OpenROAD-flow-scripts/flow DESIGN_CONFIG=/design/flow/config.mk WORK_HOME=/design/flow/orfs finish
==> results_slide.txt <==
Key Metrics from the Run

STA
  • Worst Tran Pin Value: 1.45 ns
  • Accumulated negative setup slack: 0 ns
  • Max-slew violation count: 0
  • Hold WS: 0.541 ns
  • Setup repair after global routing missed its margin: false
  • Rel. slew slack: less than 1%
  • Setup-violating endpoint count in the final report: 0
  • Setup ws final: 5.44 ns
  • Highest clock rate: 136 MHz
  • Final hold viol count: 0
  • Period minus WS final: 7.36 ns
  • Maximum clock skew at final layout: roughly 0.047 ns
  • Post-layout period usage: 57.5%

Job
  • OpenROAD warning count: 26
  • Max_cap viols: 0

Drt
  • Residual DRC: 0
  • Antenna-violating nets left: 0
  • Violation count after the first detailed-routing iteration: 13600
  • Routed WL: 988000 um
  • Count of TritonRoute iterations in the first routing pass: 9
  • Detailed-route via count: 148000
  • Drt via density: about 6
  • Routed wire per std cell: between 30 and 40 um

Global routing
  • GR Overflow Total: 0
  • All-Layer GR Usage: 25.3%
  • Antenna violations before repair: 109
  • Vias in the first global route: 152000
  • First-pass GRT wire length: around 1300000 um
  • Maximum number of pins on one net before global-route repair: between 60 and 70

Critical path
  • Cell class contributing the biggest share of worst-path delay: buffers and inverters
  • Worst setup SP type: input pin
  • Library cell contributing the largest single delay on the critical path: a2111oi_0
  • Buffers & Inverters on Critical Path: 6
  • Type of the setup path with the least slack: input pin to flop
  • Most frequent cell on the critical path: buf_4
  • Worst EP required: between 10 and 15 ns
  • Worst Reg2Reg Path Length in Cells: 6
  • Data arrival time of the critical path: ~8.2 ns
  • Worst setup EP type: flop
  • Crit path max fanout: 47
  • Critical-path cell list: buf_4 -> buf_4 -> or2_4 -> buf_4 -> nor2_4 -> buf_4 -> buf_4 -> buf_12 -> a2111oi_0 -> nand3_1 -> nor4_1 -> a31oi_1
  • Crit-path max cell delay: 1.27 ns
  • Path length in cells of the critical path: 12

Yosys
  • Register share after synthesis: 83.1%
  • Synthesized netlist cell count: about 13000
  • Cell count in the Yosys report: 12900
  • Number of warning messages in the yosys log: 2
  • Top flip-flop cell by instance count after synthesis: edfxtp_1
  • Post-synthesis sequential element count: 6760
  • Post-Synthesis Mean Instance Area: 18.9 um2
  • Post-synthesis cell type count: 66
  • Yosys-reported design area after synthesis: 244000 um2
  • Count of flip-flops with a built-in enable after synthesis: 6760
  • Cell Area, Synth: 244000 um2
  • Async set-reset flop share out of synthesis: 0%

Power
  • Worst vdd rail ir drop: roughly 150 uV
  • PwrDens: 158 nW/um2
  • Static Leakage: 88.6 nW

CTS
  • Level count of the clock H-tree: 6
  • Maximum buffer depth of the clock tree: 4
  • TritonCTS clock tree: yes
  • Hold bufs inserted after CTS: 0
  • Post-CTS clock slew at the launch and capture registers of the worst setup and hold paths: 0.06 ns
  • Clock Latency Late Sink: 1.14 ns
  • Clock Sinks: 6760
  • # resized after CTS: 0
  • Number of buffers inserted by post-CTS setup repair: 0
  • Cell at the root of the clock tree: clkbuf_16
  • Number of buffers inserted during clock tree synthesis: 645

Placed design
  • Placer congestion estimate: 0.933
  • Post-detailed-placement half-perimeter wirelength: about 560000 um
  • Pre-CTS setup slack: 4.65 ns
  • Buffers added on ports: 215

Final layout
  • Fillers: 74400
  • Layout area overhead: 16.2%
  • Share of the core filled with cells: between 30% and 40%
  • Ratio of cells with drive above 1 in the final layout: 14.6%

Hold path
  • Classification of the worst-slack hold path: flop to flop
  • Cell depth of the worst min-delay path: 1

Floorplanning
  • IO Pins: 216
  • Chip height: roughly 900 um
  • CORE AREA: just over 800000 um2
  • Total die size: 818000 um2
  • Floorplan row count: around 330
  • X dimension of the die: 904 um
  • Initial Utilization: ~30%

Run status
  • Outcome: finished, final reports clean
-- layout by cell type, fill, tap and decap left out, types with 40 or more instances in the layout --
cell	count
clkbuf_16	658
nor2_4	93
clkdlybuf4s50_1	106
nor2_1	130
nand3_1	157
diode_2	106
a22oi_1	2481
buf_2	106
a31oi_1	50
o211ai_1	40
o2bb2ai_1	79
mux2_2	168
buf_4	778
clkinv_1	145
clkinv_2	80
or4_1	43
a22o_1	151
nand4_1	449
a21oi_1	131
clkbuf_1	187
and3_1	421
a211oi_1	40
nor4_1	131
nand2_1	203
nor3_1	61
a221oi_1	61
edfxtp_1	6760
mux2i_1	92
a2111oi_0	137
-- metrics by stage --
| stage | area, um2 | std cells | total power, mW |
|---|---|---|---|
| 2_1_floorplan | 244000 | 12900 | 25.8 |
| 3_3_place_gp | 264000 | 23900 | 26.9 |
| 3_5_place_dp | 264000 | 23900 | 26.9 |
| 4_1_cts | 283000 | 25100 | 44.8 |
| 5_1_grt | 284000 | 25100 | 45.8 |
| 6_report | 284000 | 25200 | 44.9 |
-- sequential cells by signal (all words and copies together) (netlist names) --
| signal | cells |
|---|---|
| mem | 6656 |
| rdata | 104 |
-- worst reg2reg max path, stage by stage, from the launching register on --
cell	delay (ns)
edfxtp_1	0.35
and3_1	0.15
a2111oi_0	0.96
nand3_1	0.17
nor4_1	0.95
buf_4	0.26
a31oi_1	0.08
-- cell usage after synthesis (6+ instances only) --
library cell | count | area, um2
edfxtp_1 | 6760 | 203000
a22oi_1 | 2481 | 18600
nand4_1 | 449 | 2810
clkbuf_1 | 426 | 1600
and3_1 | 425 | 2660
buf_2 | 240 | 1200
nor2_1 | 215 | 807
nand2_1 | 204 | 766
mux2_2 | 168 | 1890
nand3_1 | 157 | 786
a22o_1 | 151 | 1320
a2111oi_0 | 141 | 1230
a21oi_1 | 134 | 671
nor4_1 | 132 | 826
buf_1 | 122 | 458
mux2i_1 | 92 | 921
nor3_1 | 80 | 400
o2bb2ai_1 | 79 | 692
a221oi_1 | 61 | 534
a31oi_1 | 50 | 313
or4_1 | 43 | 323
a211oi_1 | 40 | 300
o211ai_1 | 40 | 300
o22ai_1 | 25 | 156
o32a_1 | 24 | 240
buf_4 | 17 | 128
o21ai_0 | 15 | 75.1
a222oi_1 | 13 | 130
a2bb2oi_1 | 11 | 96.3
and4_1 | 9 | 78.8
nand2b_1 | 9 | 56.3
buf_6 | 7 | 78.8
nor2_2 | 7 | 43.8
nor2b_1 | 7 | 43.8
and2_1 | 6 | 37.5
nor4bb_1 | 6 | 60.1
-- path summary, 6_finish.rpt --
kind | slack (ns) | endpoint | startpoint
min | 0.54 | rdata[11] | mem[0][11]
min reg2reg | 0.54 | rdata[11] | mem[0][11]
max | 5.44 | rdata[8] | i_addr[5]
max reg2reg | 9.58 | rdata[33] | mem[45][33]
-- final cells by class --
| cell class | instances | area (um2) | share of cell area, % |
|---|---|---|---|
| Inverter | 1 | 11.3 | 0.00397 |
| Clock inverter | 309 | 2730 | 0.964 |
| Tap cell | 10800 | 13500 | 4.77 |
| Multi-Input combinational cell | 5332 | 38800 | 13.7 |
| Antenna cell | 106 | 265 | 0.0935 |
| Sequential cell | 6760 | 203000 | 71.6 |
| Timing Repair Buffer | 1029 | 8210 | 2.89 |
| Clock buffer | 845 | 17200 | 6.05 |
-- layer usage --
layer / vias up / track usage, % / part of all wire, % / wire (um)
met5: - / 10.5 / 0.88 / 8720
met4: 274 / 12.9 / 6.4 / 63500
met3: 3420 / 27.6 / 24 / 236000
met2: 16300 / 34.0 / 42 / 416000
met1: 71600 / 21.8 / 27 / 264000
li1: 56400 / - / - / -
-- cells by family (layout without fill, tap and decap cells) --
group                  after synthesis  count (layout)  share of synthesized area (%)
multiplexers                       260             260                           1.15
other                                0             106                              0
AND-OR/OR-AND                     3282            3282                           10.2
flip-flops                        6760            6760                           83.1
AND/OR/NAND/NOR                   1788            1788                           4.11
buffers and inverters              814            2184                           1.42
XOR/XNOR                             2               2                        0.00717
-- power breakdown --
| part | total (mW) | leakage [nW] | switching, mW | internal (mW) |
|---|---|---|---|---|
| Combinational | 1.53 | 17.9 | 1.18 | 0.343 |
| Clock | 18.4 | 9.66 | 8.32 | 10.1 |
| Sequential | 25.0 | 61.1 | 0.189 | 24.8 |
| Total | 44.9 | 88.6 | 9.69 | 35.2 |
Power and IR drop assume default switching activity.
